==> flow/design.v <==
`timescale 1ns / 1ps
module cache(clk,address,read,dataIn,dataOut,hit);
    input clk;
    input [9:0] address;
    input read;
    input [128-1:0] dataIn;
    output reg hit;
    output reg [31:0] dataOut;
    reg [128+4:0] buffer; 
    reg [3:0] index;
    reg [1:0] blockOffset;
    reg [128 + 4:0] cache [16-1:0];   
    always@(posedge clk)
    begin
        index = address[5:2];
        blockOffset = address[1:0];
        if(read == 0) begin
            buffer[0] = 1;
            buffer[4:1] = address[31:28];
            buffer[132:5] = dataIn;
            cache[index] = buffer;
            dataOut = cache[index][32*blockOffset+5+31-:32];
            hit = 1;
        end
        if(read == 1) begin
            if(address[31:28] == cache[index][4:1]) begin
                hit = 1;
            end
            else begin
                hit = 0;
            end
            dataOut = cache[index][32*blockOffset+5+31-:32];
        end
        else begin
            hit = 1;
        end
    end
endmodule
==> flow/run.sh <==
#!/bin/bash
# OpenROAD 26Q1-2900-gdf79404cd8, Yosys 0.63+post, stock flow scripts
make -C /OpenROAD-flow-scripts/flow DESIGN_CONFIG=/design/flow/config.mk WORK_HOME=/design/flow/orfs finish
==> flow/config.mk <==
export PLATFORM = sky130hd
export DESIGN_NAME = cache
export DESIGN_NICKNAME = cache
export VERILOG_FILES = /design/flow/design.v
export SDC_FILE = /design/flow/constraint.sdc
export NUM_CORES = 4
export LEC_CHECK = 1
export CORE_UTILIZATION = 50
==> flow/constraint.sdc <==
current_design cache

set clk_period 27.9
set clk_io_pct 0.2

create_clock -name clk0 -period $clk_period [get_ports {clk}]

set non_clock_inputs [all_inputs -no_clocks]
set_input_delay [expr $clk_period * $clk_io_pct] -clock clk0 $non_clock_inputs
set_output_delay [expr $clk_period * $clk_io_pct] -clock clk0 [all_outputs]
==> run notes <==
• **Finish-stage setup viols** 0
• **number of failing hold endpoints at the final stage** 0
• **number of nets with antenna violations after routing** 0
• **wire length of the first global-routing pass** 480000 um
• **clock root cell** clkbuf_16
• **transition time of the tightest slew-check pin** 1.14 ns
• **Crit. End Element** flip-flop
• **adder-cell share of the synthesized area** 0.000119
• **achievable frequency** 99.7 MHz
• **combined global-route utilization of all metal layers** 0.421
• **cell resize tally after clock tree synthesis** 0
• **floorplan-stage core utilization** 0.503
• **Static Leakage** 36.1 nW
• **area share of and-or/or-and cells after synthesis** 0.129
• **Max clock buf depth** 3
• **crit path max fanout** 28
• **worst rel slew slack** 0.236
• **Critical Path AT** 10.71 ns
• **drt initial violations** 5908
• **simple share** 0.0476
• **antenna violations before repair** 39
• **Overall Power** 8.07 mW
• **proportion of layout cells with a drive suffix above 1** 0.377
• **Finished Cell Area** 94900 um^2
• **crit-path most repeated cell** buf_4
• **number of instances on the worst hold path** 2
• **Most used DFF post-synth** dfxtp_1
• **Total Neg Setup Slack** 0 ns
• **reported max-cap violation count** 0
• **status** complete, no violations
• **synthesized area per cell** 11.6 um^2
• **area growth from synthesis to final layout** 12.8%
• **clock latency on the worst-skew pair** 0.88 ns
• **die span in x** 412 um
• **post-synthesis instance area** 84100 um^2
• **Finished Layout Cells** 9659
• **dpl cell area** 87800 um^2
• **worst min-delay path category** flip-flop to flip-flop
• **Final GP Congestion** 0.993
• **post-synthesis cell count from yosys** 7271
• **IO Count** 173
• **cell type contributing the most total cell area after synthesis** dfxtp_1
• **post-synth tally of flip-flops with integrated enable** 0
• **total power per unit cell area** 85.0 nW/um^2
• **crit path time final** 10.04 ns
• **library cells used by synthesis** 86
• **peak ir drop on the vdd network** 0.0714 mV
• **sequential cell area fraction in the yosys report** 0.495
• **Sequential cell area** 41600 um^2
• **H-tree levels** 4
• **synthesis area per yosys** 84100 um^2
• **count of state elements after synthesis** 2080
• **largest net degree at the start of global routing** 66
• **gr ovfl total** 0
• **setup repair after global routing missed its margin** false
• **Logic family by area** multiplexers
• **CTS buffer count** 211
• **Post-CTS Hold Fix Bufs** 0
• **TritonCTS clock tree** built
• **cell with the biggest individual delay on the critical path** a221oi_1
• **Worst setup SP type** input pin
• **post-CTS clock slew at the launch and capture registers of the worst setup and hold paths** 0.06 ns
• **share of the synthesized area in the top cell type** 0.495
• **required arrival time at the worst endpoint** 28.57 ns
• **core area** 167000 um^2
• **crit-path cells** buf_6 > nand2b_2 > buf_4 > nor2_4 > buf_4 > buf_4 > a22o_1 > a221oi_1 > o221ai_1 > o221ai_1 > a22oi_1
• **count of tool warnings** 30
• **count of input and output buffers** 167
• **Routed wire per std cell** 35.8 um
• **final wirelength** 346000 um
• **Avg Vias per Cell** 6.72
• **proportion of synthesized area in mux cells** 0.286
• **cell types with the largest area share after synthesis** dfxtp_1 50%, mux2_2 28%, a22oi_1 4.4%
• **Register-to-Register Path Depth** 5
• **fraction of the cycle the final worst path needs** 0.360
• **vertical die dimension** 412 um
• **ys async rst share** 0
• **post-detail-place hpwl** 209000 um
• **count of synthesis-stage warnings from yosys** 4
• **DRC** 0
• **standard-cell rows** 150
• **combined area of the multi-input logic cells** 39200 um^2
• **worst reg-to-reg setup slack** 25.17 ns
• **Pre-antenna DRT Iters** 6
• **Largest stage delay, worst path** 0.78 ns
• **total of fill cells in the finished design** 13.7k
• **overall die area** 170000 um^2
• **clock skew after layout** 0.0303 ns
• **cell count after placement** 9247
• **final max-slew violation count** 0
• **classification of the worst setup path** input pin to flip-flop
• **clk sink count** 2080
• **total via count after detailed routing** 64.9k
• **post-CTS setup buffer count** 0
• **post-synthesis instance total** 7271
• **vias in the first global route** 61.4k
• **area share of xor/xnor cells in the synthesized design** 0.000104
cell usage after synthesis, drive strengths merged, types with 16 or more instances:
library cell     n
nand3           84
a211oi          28
nor3            73
a22oi          492
o221ai          31
nor4            18
inv             16
o2111ai         31
a21oi          214
nand2          228
a222oi          23
o21ai          183
nor2b           39
a2111oi         18
nor2           170
o211ai          31
a32oi           34
dfxtp         2080
buf            608
nand2b          25
mux2i           77
a22o            96
a31oi           32
nand4          101
clkbuf         110
a221oi         126
o22ai           60
mux2          2064
report_power, final:
| group | internal, mW | switching [mW] | total (mW) |
|---|---|---|---|
| Combinational | 0.653 | 0.501 | 1.15 |
| Clock | 1.64 | 1.23 | 2.87 |
| Sequential | 3.71 | 0.330 | 4.04 |
area by class of cell:
class,count,area share
Multi-Input combinational cell,4457,0.413
Sequential cell,2080,0.439
Clock inverter,51,0.00651
Tap cell,2204,0.0291
Clock buffer,329,0.0674
Timing Repair Buffer,490,0.0440
Inverter,16,0.000659
Antenna cell,32,0.000844
metal layers:
metal / up-vias / track usage / share of wire
met5: - / 0 / 0.00079
met4: 32 / 0.220 / 0.066
met3: 1089 / 0.183 / 0.12
met2: 3523 / 0.585 / 0.42
met1: 32966 / 0.569 / 0.39
li1: 27294 / - / -
placed cells by master (no fill, tap or decap), types with 15 or more instances in the layout:
cell type / netlist / layout
nand3_1: 83 / 82
nor2_1: 154 / 138
nor4_1: 17 / 17
clkdlybuf4s50_1: 0 / 160
dfxtp_1: 2080 / 2080
a221o_1: 15 / 15
a22oi_1: 491 / 491
o22ai_1: 60 / 60
clkbuf_8: 0 / 65
a222oi_1: 23 / 23
a221oi_1: 126 / 126
nor3_1: 70 / 60
nor2b_1: 39 / 34
a2111oi_0: 17 / 17
nand2_1: 226 / 224
nor2_4: 7 / 20
a31oi_1: 32 / 32
diode_2: 0 / 32
o2111ai_1: 31 / 31
o21ai_0: 176 / 176
clkbuf_1: 108 / 52
a32oi_1: 34 / 34
mux2_2: 2063 / 2063
buf_4: 56 / 319
nand2b_1: 24 / 23
clkinv_2: 0 / 29
mux2i_1: 77 / 77
o221ai_1: 31 / 31
a211oi_1: 27 / 26
o31ai_1: 15 / 15
a21oi_1: 214 / 214
nand4_1: 101 / 101
clkbuf_16: 0 / 212
o211ai_1: 31 / 31
a22o_1: 96 / 96
logic make-up (layout without fill, tap and decap cells):
family                   Yosys count  in the layout
other                              1             33
buffers and inverters            734            886
adder cells (fa/ha/maj)            1              1
XOR/XNOR                           1              1
AND-OR/OR-AND                   1511           1511
flip-flops                      2080           2080
multiplexers                    2142           2142
AND/OR/NAND/NOR                  801            801
worst max-delay path: cells and delay by family:
family | cells | cell delay, ns
compound gates | 5 | 2.33
buf+inv | 4 | 1.76
simple gates | 2 | 0.84
path summary, 6_finish.rpt:
kind                                             from                   to
worst min-delay path              cache[4][6]$_DFF_P_  cache[4][6]$_DFF_P_
worst max-delay path                       address[2]  dataOut[28]$_DFF_P_
worst min register to register    cache[4][6]$_DFF_P_  cache[4][6]$_DFF_P_
worst max register to register  cache[10][65]$_DFF_P_  dataOut[28]$_DFF_P_
flip-flops by register name, indices dropped and copies added (netlist names):
signal / cells
cache: 2048
dataOut: 32
per-stage QoR:
stage | setup slack, ns | utilization | hold slack (ns)
floorplan | 20.43 | - | 0.425
global placement | 17.42 | 0.526 | 0.443
detailed placement | 17.46 | 0.526 | 0.448
CTS | 18.33 | 0.568 | 0.462
global route | 18.11 | 0.568 | 0.486
finish | 17.87 | 0.568 | 0.464
Power figures rest on the tool's default switching activity, not on a simulated workload.
