### config.mk
export PLATFORM = sky130hd
export DESIGN_NAME = registerFile
export DESIGN_NICKNAME = registerFile
export VERILOG_FILES = /design/flow/design.v
export SDC_FILE = /design/flow/constraint.sdc
export NUM_CORES = 4
export LEC_CHECK = 1
export CORE_UTILIZATION = 30
### constraint.sdc
current_design registerFile

set clk_period 9.9
set clk_io_pct 0.2

create_clock -name clk0 -period $clk_period [get_ports {clk}]

set non_clock_inputs [all_inputs -no_clocks]
set_input_delay [expr $clk_period * $clk_io_pct] -clock clk0 $non_clock_inputs
set_output_delay [expr $clk_period * $clk_io_pct] -clock clk0 [all_outputs]
### run.sh
#!/bin/bash
# OpenROAD 26Q1-2900-gdf79404cd8, Yosys 0.63+post, stock flow scripts
make -C /OpenROAD-flow-scripts/flow DESIGN_CONFIG=/design/flow/config.mk WORK_HOME=/design/flow/orfs finish
### design.v
module registerFile (read_addr_1, read_addr_2, write_addr, read_data_1, read_data_2, write_data, reg_write, clk, reset);
	input [4:0] read_addr_1, read_addr_2, write_addr;
	input [31:0] write_data;
	input clk, reset, reg_write;
	output [31:0] read_data_1, read_data_2;
	reg [31:0] reg_file [31:0];
	integer k;
	assign read_data_1 = reg_file[read_addr_1];
	assign read_data_2 = reg_file[read_addr_2];
	always @(posedge clk or posedge reset)  
	begin
		if (reset==1'b1)
		begin
			for (k=0; k<32; k=k+1) 
			begin
				reg_file[k] = 32'b0;
			end
		end 
		else if (reg_write == 1'b1) reg_file[write_addr] = write_data; 
	end
endmodule
==> results.py <==
# Synthesis and PnR figures
metrics = {
    "outcome": {
        "status": "completed",
    },
    "cts": {
        "cts_resized": 0,
        "cts_buffers": 112,
        "cts_tree": "built",
        "clock_path_buffers": 3,
        "hold_buffers": 0,
        "cts.clk_slew.worst_paths_ns": 0.06,
        "clkLatencyLatePin_ns": 0.75,
        "cts_setup_buffers": 0,
        "ctsHtreeMaxLevel": 3,
        "cts_sinks": 1024,
        "cts_root_buf": "clkbuf_16",
    },
    "final_layout": {
        "areaGrowthSynthToFinish_pct": 14.9,
        "final_cells": 7330,
        "layout-drive-gt1-share": 0.323,
        "largest_reg_flops": 1024,
        "final.fill_count": 17500,
        "comb_area_sq_um": 26100,
        "flop_area_sq_um": 25600,
    },
    "global_routing": {
        "grt-ovfl-total": 0,
        "grt_use_total": 0.320,
        "grt_max_degree": 118,
        "antenna_found_initial": 15,
        "grt_pass1_wl_um": 391000,
        "grt_pass1_vias": 47200,
    },
    "power": {
        "power_density_nw_per_um2": 198,
        "ir_drop_mv": 0.149,
        "p_leak_nw": 26.2,
    },
    "yosys": {
        "synth.avg_cell_area_sq_um": 11.0,
        "netlist_instances": 4918,
        "synthMuxAreaShare": 0.218,
        "synthSimpleGateAreaFrac": 0.178,
        "synthAoiAreaFrac": 0.0819,
        "synth_top_area_share": 0.475,
        "flop_cell": "dfrtp_1",
        "yosysUniqueCellTypes": 70,
        "async_reset_ff_frac": 1.00,
        "xor_share": 0,
        "ys_seq_frac": 0.475,
        "synthTopLogicFamily": "multiplexers",
        "yosysTopAreaCell": "dfrtp_1",
        "ys_cells": 4918,
        "area_leaders": "dfrtp_1 48%, mux2_2 22%, nand3_1 9.2%",
        "synth_warnings": 2,
        "yosysChipArea_sq_um": 53900,
        "syn-cell-area_sq_um": 53900,
        "most_common_cell": "mux2_2",
        "common_cells": "1030 x mux2_2, 1024 x dfrtp_1, 988 x nand3_1",
        "ys.flops": 1024,
        "edf_count": 0,
        "synthAdderAreaFrac": 0,
    },
    "critical_path": {
        "reg2reg_depth": 1,
        "crit_type": "in -> out",
        "rr_endpoint": "reg_file[2][25]",
        "startpoint_type": "input port",
        "cp-end-kind": "primary output",
        "cp_max_fo": 35,
        "reg2reg_slack_ns": 8.88,
        "worstSetupStartpoint": "read_addr_2[2]",
        "worstPathArrival_ns": 6.31,
        "worstReg2RegStart": "reg_file[2][25]",
        "cp.required_ns": 7.92,
    },
    "place": {
        "io_buffers": 113,
        "place.gp.congestion": 1.08,
        "place_ws_ns": 1.99,
        "dp.cells": 7109,
        "hpwl_um": 177000,
    },
    "timing": {
        "setup_slack_ns": 1.61,
        "finalCritPeriodShare": 0.837,
        "slew_headroom": 0.0447,
        "tightest_slew_ns": 1.40,
        "hold_viol": 0,
        "finalClockSkew_ns": 0,
        "fmax_mhz": 121,
        "min_period_ns": 8.29,
        "rsz0062_at_grt": "false",
        "setup_viol": 0,
        "drv_slew": 0,
    },
    "hold_path": {
        "min-delay-start": "reg_file[16][14]",
        "hold_path_class": "reg -> reg",
        "min_to": "reg_file[16][14]",
        "hold_depth": 1,
    },
    "floorplan": {
        "fp-row-count": 155,
        "coreArea_sq_um": 178000,
        "fp_util": 0.302,
        "die_x_um": 426,
        "io_pins": 114,
        "die_h_um": 426,
        "chipArea_sq_um": 181000,
    },
    "route": {
        "via_per_inst": 6.64,
        "drt_iter0_markers": 6355,
        "firstDrtPassIters": 10,
        "num_vias": 48700,
        "ant_nets": 0,
        "routedWlPerCell_um": 38.8,
        "drcViolationCount": 0,
        "routed_wirelength_um": 284000,
    },
    "run": {
        "maxCapViolCount": 0,
        "warnings": 43,
    },
}
==> metal layers <==
metal,up-vias,part of all wire,global-route usage
met3,1445,0.16,0.186
li1,18800,-,-
met4,20,0.093,0.214
met1,24300,0.34,0.383
met5,-,0.0014,0.0132
met2,4182,0.40,0.433
==> cells by family after synthesis <==
family	after synthesis
and+or+nand+nor	1738
muxes	1043
DFF	1024
AOI/OAI and AO/OA	562
buffers and inverters	551
==> final cells by class <==
class | count | share of cell area
Antenna cell | 14 | 0.000566
Clock buffer | 152 | 0.0516
Clock inverter | 55 | 0.0122
Inverter | 7 | 0.000485
Multi-Input combinational cell | 3343 | 0.422
Sequential cell | 1024 | 0.414
Tap cell | 2355 | 0.0476
Timing Repair Buffer | 380 | 0.0516
==> worst max-delay path by stage <==
stage / depth (start not counted) / endpoint / slack (ns)
after CTS: 10 / read_data_2[10] / 1.96
after global routing: 10 / read_data_2[14] / 1.78
final: 10 / read_data_2[14] / 1.61
==> power by group <==
| group | leakage, nW | switching (mW) | internal (mW) | total [mW] |
|---|---|---|---|---|
| clock | 1.93 | 1.87 | 2.70 | 4.57 |
| combinational | 11.2 | 0.931 | 0.916 | 1.85 |
| sequential | 13.1 | 0.870 | 5.00 | 5.87 |
| total | 26.2 | 3.67 | 8.61 | 12.3 |
==> placed cells by master, fill, tap and decap left out, types with 7 or more instances in the layout <==
cell type        Yosys  routed
o32a_1              39      39
mux2_2            1030    1030
a2111oi_0           28      28
nor4_1              26      26
diode_2              0      14
a22o_1              32      32
buf_12               0       9
clkbuf_8             0      20
a22oi_1            318     318
and3_1             125     124
nor2_1              79      47
nor3_2               3       8
a222oi_1            20      20
a21oi_1             22      22
bufinv_16            0      17
nor3_1              35      27
nand4_1            291     291
nand2_2              0      14
and2_1              20      23
nand2b_1             9       7
nand2_1             28      14
clkdlybuf4s50_1      0     103
or4_1               35      35
nor2_2               7      25
dfrtp_1           1024    1024
clkbuf_16            0     114
a31oi_1             28      28
nand3_1            988     984
clkinvlp_4           0       9
a2111oi_2            7       7
a221oi_1            12      12
nor2_4               2      16
buf_2              155      10
and4_1              29      29
clkinv_2             0      22
clkbuf_1           270      18
a32oi_1             10      10
mux2i_1              7       7
o21ai_0             18      18
buf_4               12     258
==> through the flow <==
stage	util	hold slack [ns]	setup TNS (ns)	area [sq um]	power, mW
2_1_floorplan	-	0.470	-6342.59	53900	6.70
3_3_place_gp	0.325	0.504	0	57900	7.67
3_5_place_dp	0.325	0.508	0	57900	7.69
4_1_cts	0.347	0.522	0	61900	12.2
5_1_grt	0.347	0.534	0	61900	12.6
6_report	0.347	0.526	0	61900	12.3
==> critical path, cell delays in order <==
cell	delay, ns
buf_2	0.08
buf_4	0.41
and3b_4	0.56
buf_4	0.52
and2_1	0.59
buf_4	0.44
a22oi_1	0.11
and4_1	0.17
a31oi_1	0.73
clkdlybuf4s50_1	0.61
Power and IR drop assume default switching activity.
